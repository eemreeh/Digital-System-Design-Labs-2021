==> flow/config.mk <==
export PLATFORM = sky130hd
export DESIGN_NAME = lab5
export DESIGN_NICKNAME = lab5
export VERILOG_FILES = /design/flow/design.v
export SDC_FILE = /design/flow/constraint.sdc
export NUM_CORES = 4
export LEC_CHECK = 1
export CORE_AREA = 10 10 86 86
export DIE_AREA = 0 0 96 96
==> flow/constraint.sdc <==
current_design lab5

set clk_period 1.7
set clk_io_pct 0.2

create_clock -name clk0 -period $clk_period [get_ports {Clk}]
create_clock -name clk1 -period $clk_period [get_ports {Send}]

set non_clock_inputs [all_inputs -no_clocks]
set_input_delay [expr $clk_period * $clk_io_pct] -clock clk0 $non_clock_inputs
set_output_delay [expr $clk_period * $clk_io_pct] -clock clk0 [all_outputs]
==> flow/design.v <==
module SReceiver_V1
(
	input wire SCin, SDin,
	output wire [7:0] PDout,
	output reg PDready, ParErr
);
reg [3:0] Cntr;
reg CntrStart;	
reg [8:0] SR;
always @(posedge SCin)
begin
	if (CntrStart == 1'b0) begin
		Cntr[3:0] <= 3'b0;
	end
	else begin
		Cntr[3:0] <= Cntr[3:0] + 4'b1;
		SR[8:0] <= {SR[7:0], SDin};  
	end
	if (Cntr[3:0] == 4'd8) begin
		PDready <= 1'b1;
	end
	else begin
		PDready <= 1'b0;
	end
	if ((Cntr[3:0] == 4'd8) && (^PDout[7:1] == SR[0])) begin
		ParErr <= 1'b1; 	 
	end else if (Cntr[3:0] == 4'd1) begin
		ParErr <= 1'b0;		 
	end
end
always @(posedge SCin)  
begin
	if (SDin && Cntr[3:0] != 4'd8) begin
		CntrStart <= 1'b1;
	end
	else begin	
		if (Cntr[3:0] == 4'd8) begin
			CntrStart <= 1'b0;
		end
		else begin
			CntrStart <= CntrStart;
		end
	end
end
assign PDout[7:0] = SR[8:1];
endmodule 
module STransmitter_V2
(
	input wire Clk, Send,
	input wire [7:0] PDin,
	output wire SCout, SDout
);
reg [8:0] SR;
reg delayedSend;
reg longSend;
always @(posedge Send)
begin
	longSend <= ~longSend; 
end
always @(posedge Clk)
begin
	delayedSend <= longSend;
	if (longSend ^ delayedSend) begin
		SR[8:1] <= PDin[7:0];
		SR[0] <= ^PDin[7:0];
	end
	else begin
		SR[8:1] <= SR[7:0];
		SR[0] <= 1'b0;
	end
end
assign SDout = (SR[8] | (longSend ^ delayedSend));
assign SCout = Clk;
endmodule 
module lab5
(
	input wire Clk, Send,
	input wire [7:0] PDin,
	output wire [7:0] PDout, 
	output wire PDready, SoClk, SDout, ParErr
);
STransmitter_V2 STrv2(.Clk(Clk), .Send(Send), .PDin(PDin), .SCout(SoClk), .SDout(SDout));
SReceiver_V1 SRcv1_1(.SCin(SoClk), .SDin(SDout), .PDout(PDout), .PDready(PDready), .ParErr(ParErr));
endmodule 
==> flow/run.sh <==
#!/bin/bash
# OpenROAD 26Q1-2900-gdf79404cd8, Yosys 0.63+post, stock flow scripts
make -C /OpenROAD-flow-scripts/flow DESIGN_CONFIG=/design/flow/config.mk WORK_HOME=/design/flow/orfs finish
==> GITHUB_STEP_SUMMARY <==
## Implementation flow summary

| Metric | Value |
|---|---|
| Status | `finished clean` |
| Global-route wire length before repair | `2810 um` |
| R2r setup slk | `480 ps` |
| Seq share, synth | `58.7%` |
| Ant. Diodes | `0` |
| Chip Area | `9220 sq um` |
| Worst-Margin Slew | `487 ps` |
| Clk pin slew, worst setup/hold paths | `90 ps` |
| Gr usage total | `3.82%` |
| Routed WL | `1720 um` |
| Yosys stat area | `1070 sq um` |
| Leak Pwr | `0.562 nW` |
| Yosys warns | `2` |
| Tally of OpenROAD warnings | `31` |
| Avg WL per Cell | `9.90 um` |
| Detailed Routing Iterations Pass 1 | `2` |
| Cell total in the yosys stat output | `82` |
| Final Wtd Congestion | `0.673` |
| Critical setup path kind | `clock port to output port` |
| Number of global-route vias before repair | `623` |
| Die x size | `96 um` |
| Sequential cell area | `632 sq um` |
| RSZ-0062 raised after global routing | `no` |
| Filler Cells Inserted | `582` |
| CTS tree | `built` |
| Area of the mapped netlist | `1070 sq um` |
| Final cell count without fillers | `174` |
| Die Span Y | `96 um` |
| Count of input and output buffers | `20` |
| Final slew viol count | `0` |
| Post-synth top area cell | `dfxtp_1` |
| MaxCap Viol Count | `0` |
| Post-synth top area share | `33.5%` |
| DRC | `0` |
| CP Capture Type | `output port` |
| Synth cell types | `18` |
| Initial antenna violation count | `0` |
| Post-DR vias/cell | `3.37` |
| Biggest area cells | `dfxtp_1 (34%), edfxtp_1 (25%), xnor2_1 (11%)` |
| Worst endpoint required time | `1360 ps` |
| DRT iter0 DRCs | `17` |
| Worst VDD drop | `0.506 mV` |
| Gr ovfl total | `0` |
| Core area | `5540 sq um` |
| Commonest Layout Cell | `clkdlybuf4s50_1` |
| Top Ports | `22` |
| Share of layout cells above drive strength 1 | `21.6%` |
| Flops after synth | `27` |
| Top cells excl fill/tap | `clkdlybuf4s50_1 (18), dfxtp_1 (17), xnor2_1 (13)` |
| Row cnt | `27` |
| Slew headroom | `67.5%` |
| Reg2reg path depth | `4` |
| Clk_skew | `0.692 ps` |
| Area grow syn2layout | `32.8%` |
| Cells after synthesis | `82` |
| DP Cell Count | `166` |
| Power consumption | `0.00141 W` |
| Syn avg cell area | `13.1 sq um` |
| Gate Area | `364 sq um` |
| Worst Path Arrival | `1300 ps` |
| Via count | `586` |
| Final Hold Vio Count | `0` |
| Power per cell area | `988 nW/um^2` |
| Hold path depth | `0` |
| Crit start category | `clock port` |
| Floorplan core density | `19.4%` |
| Largest net degree at the start of global routing | `16` |
| Final setup fails | `0` |
| CP max FO | `2` |
| Remaining antenna violation count | `0` |
| Worst hold path type | `flop to flop` |
[layer usage]
layer / wire, um / global-route usage [%] / vias up
met3: 194 / 2.12 / 2
met2: 791 / 6.17 / 19
met4: 17 / 0.860 / 0
li1: - / - / 293
met1: 719 / 4.36 / 272
met5: 0 / 0 / -
[synth_stat cells]
master / instances
o21a_1: 1
dfxtp_1: 18
o21ai_0: 1
edfxtp_1: 9
and2_1: 3
mux2_2: 8
nor2_1: 1
buf_4: 9
or2_2: 2
xor2_1: 3
ha_1: 3
nand3_1: 1
and2_2: 1
inv_1: 4
nand2_1: 3
xor2_2: 1
xnor2_1: 13
nor2b_1: 1
[per-stage QoR]
stage	TNS [ps]	utilization (%)	setup slack (ps)	hold WS (ps)	area, sq um
2_1_floorplan	0	-	412	382	1070
3_3_place_gp	0	23.6	143	407	1310
3_5_place_dp	0	23.6	143	406	1310
4_1_cts	-4.97	25.6	-4.97	2.75	1420
5_1_grt	0	25.8	4.02	11.1	1430
6_report	0	25.8	59.4	10.1	1430
[final cells by class]
type	instances	share of cell area, %
Timing Repair Buffer	21	14.4
Tap cell	72	6.31
Clock inverter	1	2.10
Sequential cell	27	44.3
Inverter	4	1.05
Clock buffer	7	6.40
Multi-Input combinational cell	42	25.5
[cells by family (layout without fill, tap and decap cells)]
| logic type | after synthesis | in the layout | synth area share, % |
|---|---|---|---|
| multiplexers | 8 | 8 | 8.38 |
| buffers and inverters | 13 | 33 | 7.68 |
| AND-OR/OR-AND | 2 | 2 | 1.16 |
| XOR/XNOR | 17 | 17 | 14.6 |
| flip-flops | 27 | 27 | 58.7 |
| AND/OR/NAND/NOR | 12 | 12 | 6.05 |
| adder cells (fa/ha/maj) | 3 | 3 | 3.49 |
[critical path: stages]
cell and delay, ps:
clkbuf_8 110, clkbuf_8 120, dlygate4sd2_1 230
[sequential cells by signal, indices dropped and copies added, names as in the netlist]
name               cells
SRcv1_1.Cntr           4
SRcv1_1.CntrStart      1
SRcv1_1.PDready        1
SRcv1_1.ParErr         1
SRcv1_1.SR             9
STrv2.SR               9
STrv2.delayedSend      1
STrv2.longSend         1
[repair_timing]
action                                  in CTS  in global routing
hold buffers                                 0                  0
pin swaps                                    0                  1
cloned                                       0                  0
setup buffers                                0                  1
gates resized                                4                  1
endpoints found under the setup margin       2                  1
[report_power, final]
part	internal (W)	total, W	switching, W
Combinational	0.0000338	0.0000508	0.0000171
Clock	0.000486	0.000699	0.000213
Sequential	0.000662	0.000662	0
Total	0.00118	0.00141	0.000230
[final timing paths]
kind	from	endpoint
max	Clk	SoClk
min	STrv2.longSend	STrv2.delayedSend
max reg2reg	STrv2.delayedSend	STrv2.SR[8]
min reg2reg	STrv2.longSend	STrv2.delayedSend
max in group clk1	STrv2.longSend	STrv2.longSend
min in group clk1	STrv2.longSend	STrv2.longSend
Power and IR drop assume default switching activity.
