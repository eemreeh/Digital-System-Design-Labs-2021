## /design/flow/design.v

```verilog
module counter 
(
	input wire nRst, Clk, CntEn,
	output reg [3:0] Cout,
	output NextEn
);
	assign NextEn = ((Cout[3:0] == 4'b1001) & (CntEn))?(1'b1):(1'b0);
	always @(posedge Clk, negedge nRst )
	begin
		if (nRst == 1'b0) 
		begin
			Cout[3:0] <= 4'b0;
		end 
		else 
		begin
			if (CntEn == 1'b1)
			begin
				if(Cout[3:0] != 4'b1001)
				begin
					Cout[3:0] <= Cout[3:0] + 4'b1;
				end
				else 
				begin
					Cout[3:0] <= 4'b0000;
				end
			end
			else 
				Cout[3:0] <= Cout[3:0];
		end
	end 
endmodule 
module lab2
(
	input wire nReset, Clock, Enable,
	output wire [3:0] Co1, Co10, Co100
);	
	wire temp1, temp2, temp3;
	counter c1(.nRst(nReset), .Clk(Clock), .CntEn(Enable), .Cout(Co1), .NextEn(temp1));
	counter c2(.nRst(nReset), .Clk(Clock), .CntEn(temp1), .Cout(Co10), .NextEn(temp2));
	counter c3(.nRst(nReset), .Clk(Clock), .CntEn(temp2), .Cout(Co100), .NextEn(temp3));
endmodule 
```

## /design/flow/constraint.sdc

```tcl
current_design lab2

set clk_period 2.7
set clk_io_pct 0.2

create_clock -name clk0 -period $clk_period [get_ports {Clock}]

set non_clock_inputs [all_inputs -no_clocks]
set_input_delay [expr $clk_period * $clk_io_pct] -clock clk0 $non_clock_inputs
set_output_delay [expr $clk_period * $clk_io_pct] -clock clk0 [all_outputs]
```

## /design/flow/run.sh

```bash
#!/bin/bash
# OpenROAD 26Q1-2900-gdf79404cd8, Yosys 0.63+post, stock flow scripts
make -C /OpenROAD-flow-scripts/flow DESIGN_CONFIG=/design/flow/config.mk WORK_HOME=/design/flow/orfs finish
```

## /design/flow/config.mk

```make
export PLATFORM = sky130hd
export DESIGN_NAME = lab2
export DESIGN_NICKNAME = lab2
export VERILOG_FILES = /design/flow/design.v
export SDC_FILE = /design/flow/constraint.sdc
export NUM_CORES = 4
export LEC_CHECK = 1
export CORE_AREA = 10 10 70 70
export DIE_AREA = 0 0 80 80
```

==> reports/results.ini <==
[run_status]
outcome=completed

[worst_setup_path]
crit_type=reg -> out
cp_cell_sequence=clkdlybuf4s50_1
slowest_delay_ns=0.53
crit_path_end_kind=output pin
cp_max_fo=9
ff2ff_path_depth=3
r2r_setup_slack_ns=1.26
r2r_start=c1.Cout[1]
crit_slowest_cell=clkdlybuf4s50_1
crit_family=buffers and inverters
startpoint_type=flip-flop
critPathArrivalTime_ns=1.31
reg2reg_to=c3.Cout[1]
crit_required_ns=2.16
critPathBufInv=1

[clocking]
cts_sinks=12
postCtsSetupRepairBufs=0
clockBufferDepth=2
cts.repair.resized=0
cts.reportedPaths.clkPinSlew_ns=0.08
cts_made_buffers=3
clockRootBuffer=clkbuf_4
h-tree-depth=1
worstSkewPairLatency_ns=0.27
cts_tree=built
ctsHoldBuffers=0

[layout]
area_growth_pct=34.6
lay_top_count=clkdlybuf4s50_1
fin_area_um2=881
regArea_um2=300
layout-drive-gt1-share_pct=16.9
logic_area_um2=343
fill_cells=371
lay_top_cells=14 x clkdlybuf4s50_1, 12 x dfrtp_1, 5 x nand3_1

[synthesis]
ys_chip_area_um2=654
ys_cells=60
async_reset_ff_share_pct=100
synth_flops=12
ys_seq_share_pct=45.9
edf_count=0
synth_cell_type_count=31
syn_inst=60
yosys_warnings=1
synthFlopType=dfrtp_1
syn_area_per_cell_um2=10.9
synth_area_um2=654

[floorplanning]
fp.dieArea_mm2=0.00640
row_count=21
die_x_um=80
fp_util_pct=19.2
die_y_um=80
core_area_mm2=0.00342
io_pins=15

[timing]
fin_worst_skew_ns=0.00564
finalCritPeriodShare_pct=68.4
finalCriticalPeriod_ns=1.85
worst_pin_slew_ns=0.543
rsz0062_at_grt=false
hold_viol=0
max-slew-margin-rel_pct=63.7
hold_slack_ns=0.531
report.final.slew_viol_count=0
fin_setup_tns_ns=0
setup_slack_ns=0.855
setup_viol=0
max_freq_mhz=542

[min_path]
holdCritPathClass=reg -> reg
min_to=c3.Cout[0]
min-delay-start=c3.Cout[0]
whs_path_depth=1

[global_routing]
grt.overflow.total=0
antenna_found_initial=0
grt_start_max_net_pins=13
grt_pass1_wl_um=2240
grt_use_total_pct=4.29
first_global_vias=452

[route]
num_vias=489
viasPerCell=3.98
drt_iter0_markers=22
wl_per_cell_um=11.1
wl_um=1370
diodes=0
ant_nets=0
drc=0
drt_first_pass_iters=4

[flow_run]
maxCapViolations=0
warnings=25

[place]
port_buffers=14
pre_cts_slack_ns=0.809
post_dp_cell_area_um2=845
place.gp.congestion=0.781
dp_hpwl_um=1050

[power]
ir_worst_vdd_mv=0.524
p_leak_nw=0.362
power_density_mw_per_mm2=884

-- routing by layer --
layer / vias to the layer above / part of all wire (%) / global-route usage [%]
met5: - / 0 / 0
met4: 0 / 0.59 / 0.176
met3: 2 / 8.1 / 2.50
met2: 11 / 42 / 6.26
met1: 224 / 49 / 5.64
li1: 252 / - / -
-- report_power, final --
group | leakage, nW | switching [W] | internal, W
registers | 0.148 | 0.0000957 | 0.000241
clock network | 0.0210 | 0.0000601 | 0.0000819
logic | 0.193 | 0.0000979 | 0.000202
total | 0.362 | 0.000254 | 0.000525
-- worst max-delay path by stage --
stage / from / end / cells past startpoint
finish: c2.Cout[1] / Co10[1] / 1
global route: c2.Cout[1] / Co10[1] / 1
CTS: c2.Cout[1] / Co10[1] / 1
-- synthesized netlist by cell type, drive strengths merged, types with 2 or more instances --
cell type,count,area [µm²]
o21ai,2,10.0
and3b,2,17.5
dfrtp,12,300
nand3,6,35.0
nand2,4,15.0
nor2,2,7.51
xnor2,4,35.0
nor2b,3,18.8
nand4,2,12.5
xor2,2,17.5
and2b,2,17.5
nor3b,2,20.0
a21o,2,16.3
-- state kept, by name (all words and copies together), names as in the netlist --
| signal | flops |
|---|---|
| c1.Cout | 4 |
| c2.Cout | 4 |
| c3.Cout | 4 |
-- layout make-up --
| cell class | instances | area share [%] |
|---|---|---|
| sequential | 12 | 34.1 |
| inverter | 1 | 0.426 |
| tap | 46 | 6.53 |
| clock buffer | 4 | 4.12 |
| timing repair buffer | 14 | 15.9 |
| multi-input combinational | 46 | 38.9 |
-- per-stage QoR --
step	total power, W	util (%)	instances
2_1_floorplan	0.000478	-	60
3_5_place_dp	0.000646	24.7	119
3_3_place_gp	0.000641	24.7	119
6_report	0.000778	25.8	123
4_1_cts	0.000793	25.8	123
5_1_grt	0.000843	25.8	123
-- cells by family (layout without fill, tap and decap cells) --
logic type      Yosys count  in the layout  share of synthesized area [%]
simple gates             31             31                           33.7
flops                    12             12                           45.9
compound gates            8              8                           8.41
xor+xnor                  6              6                           8.03
buf+inv                   2             19                           1.72
mux                       1              1                           2.29
No activity file was given, so power comes from the tool's default toggle rates.
