==> ./design.v <==
module SReceiver
(
	input wire SCin, SDin,
	output wire [7:0] PDout,
	output reg PDready
);
reg [2:0] Cntr;
reg CntrStart;	
reg [7:0] SR;
always @(posedge SCin)
begin
	if (CntrStart == 1'b0) begin
		Cntr[2:0] <= 3'b0;
	end
	else begin
		Cntr[2:0] <= Cntr[2:0] + 3'b1;
		SR[7:0] <= {SR[6:0], SDin};
	end
	if (Cntr[2:0] == 3'd7) begin
		PDready <= 1'b1;
	end
	else begin
		PDready <= 1'b0;
	end
end
always @(posedge SCin)  
begin
	if (SDin && Cntr[2:0] != 3'd7) begin
		CntrStart <= 1'b1;
	end
	else begin	
		if (Cntr[2:0] == 3'd7) begin
			CntrStart <= 1'b0;
		end
		else begin
			CntrStart <= CntrStart;
		end
	end
end
assign PDout[7:0] = SR[7:0];
endmodule 
module STransmitter
(
	input wire Clk, Send,
	input wire [7:0] PDin,
	output wire SCout, SDout
);
reg [7:0] SR;
always @(posedge Clk)
begin
	if (Send == 1'b1) begin
		SR[7:0] <= PDin[7:0];
	end
	else begin
		SR[7:1] <= SR[6:0];
		SR[0] <= 1'b0;
	end
end
assign SDout = (SR[7] | Send);
assign SCout = Clk;
endmodule 
module lab4
(
	input wire Clk, Send,
	input wire [7:0] PDin,
	output wire [7:0] PDout, 
	output wire PDready, SoClk, SDout
);
STransmitter STr(.Clk(Clk), .Send(Send), .PDin(PDin), .SCout(SoClk), .SDout(SDout));
SReceiver SRc(.SCin(SoClk), .SDin(SDout), .PDout(PDout), .PDready(PDready));
endmodule 
==> ./run.sh <==
#!/bin/bash
# OpenROAD 26Q1-2900-gdf79404cd8, Yosys 0.63+post, stock flow scripts
make -C /OpenROAD-flow-scripts/flow DESIGN_CONFIG=/design/flow/config.mk WORK_HOME=/design/flow/orfs finish
==> ./config.mk <==
export PLATFORM = sky130hd
export DESIGN_NAME = lab4
export DESIGN_NICKNAME = lab4
export VERILOG_FILES = /design/flow/design.v
export SDC_FILE = /design/flow/constraint.sdc
export NUM_CORES = 4
export LEC_CHECK = 1
export CORE_AREA = 10 10 80 80
export DIE_AREA = 0 0 90 90
==> ./constraint.sdc <==
current_design lab4

set clk_period 1.7
set clk_io_pct 0.2

create_clock -name clk0 -period $clk_period [get_ports {Clk}]

set non_clock_inputs [all_inputs -no_clocks]
set_input_delay [expr $clk_period * $clk_io_pct] -clock clk0 $non_clock_inputs
set_output_delay [expr $clk_period * $clk_io_pct] -clock clk0 [all_outputs]
==> ds_physical_params.txt <==
Physical implementation characteristics

Parameter                              Value

Synth
  Mapped Area .................. ~700 µm²
  Synth area leaders .................. sky130_fd_sc_hd__dfxtp_1 (37%), sky130_fd_sc_hd__edfxtp_1 (34%), sky130_fd_sc_hd__mux2_4 (15%)
  Post-synthesis register bit count .................. 21
  Post-Synthesis Cells .................. 41
  Synth warn .................. 2
  # Cells Yosys .................. a little over 40
  Library cell occupying the most area in the post-synthesis netlist .................. sky130_fd_sc_hd__dfxtp_1
  Area reported by Yosys stat .................. 703 µm²
  Area share of the leading cell type in the synthesized netlist .................. 0.370
  Post-synthesis sequential area ratio .................. 0.712
  Count of cell types in the netlist .................. 11
  Synthesized area per cell .................. 17.2 µm²

Global route
  Met1 track demand over resource .................. 0.0389
  Pin count of the biggest net entering global routing .................. 13
  Wire length of the first global-routing pass .................. between 2000 and 2500 µm
  Number of global-route vias before repair .................. 463
  Total gr overflow .................. 0
  GR met2 Demand/Resource .................. 0.0424
  Most used routing layer .................. met2
  Met3 usage .................. 0.0277
  Total track usage .................. 0.0325
  Initial antenna violation count .................. 0

Worst setup path
  CP Data Required Time .................. approximately 1.4 ns
  Kind of start point of the critical path .................. clock port
  Type of the setup path with the least slack .................. clock port to output port
  Cells traversed along the worst timing path .................. clkbuf_8 > clkbuf_8 > dlygate4sd2_1
  Critical Path Fanout Max .................. 2
  Origin of the critical flop-to-flop path .................. SRc.Cntr[0]
  Dominant cell type by count on the critical path .................. sky130_fd_sc_hd__clkbuf_8
  Data arrival time of the worst path .................. approximately 1.3 ns
  Capturing element type of the critical path .................. output port
  Max stage delay cell, worst path .................. sky130_fd_sc_hd__dlygate4sd2_1
  Startpoint of the most critical setup path .................. Clk
  Crit path largest cell delay .................. 0.23 ns

Cells and area
  Area taken by flip-flops and latches .................. about 500 µm²
  Area of the multi-input gates .................. ~180 µm²
  Layout cells sized above 1 .................. 0.265
  Synth-to-Final Area Change .................. 52.3%
  Final-layout fill cell count .................. slightly below 500
  Post-layout instance area .................. 0.00107 mm²
  Post-route insts no fill .................. approximately 140

Run
  Count of warning messages emitted by the tools .................. 27
  Reported max-cap violation count .................. 0

Placed design
  HPWL Detailed .................. 957 µm
  Placement-stage cell area .................. about 980 µm²
  Number of cells after detailed placement .................. about 130
  IO Port Bufs .................. 20
  Global placer's final weighted congestion .................. between 0.6 and 0.7

Floorplan
  Core area .................. around 0.0047 mm²
  Die width .................. ~90 µm
  Die area .................. between 0.008 and 0.009 mm²
  Placement Rows .................. 25
  Fraction of the core area occupied by cells at floorplan .................. 0.149
  Vertical die dimension .................. 90 µm
  Number of top-level pins .................. 21

Route
  Routed length per instance .................. ~9.5 µm
  Ant diodes .................. 0
  DRT antenna net count .................. 0
  Iteration count of the initial detailed-routing pass .................. 2
  Via Count .................. between 400 and 500
  Wire length after detailed routing .................. about 1300 µm
  Number of DRC markers in iteration 0 .................. 25
  Detailed-route vias per instance .................. between 2 and 3
  DR DRC count .................. 0

Pwr
  Static Leakage .................. 0.433 nW
  Power per unit of standard cell area .................. ~1400 mW/mm²
  Largest voltage drop on the vdd net .................. around 0.42 mV

Clock network
  Number of post-CTS setup repair buffers .................. 0
  TritonCTS clock tree .................. built
  Insertion delay of the later-clocked pin in the worst-skew pair .................. ~0.35 ns
  Clock transition at path regs .................. roughly 0.07 ns
  Post-CTS Hold Fix Bufs .................. 0

Min path
  Worst min path class .................. flop to flop
  Worst hold start .................. SRc.Cntr[0]

STA
  Slew at the pin closest to its max-slew limit .................. approximately 0.43 ns
  Number of pins exceeding their max-slew limit in the final report .................. 0
  Number of setup violations in the final report .................. 0
  Setup repair after global routing missed its margin .................. no
  Hold violation count in the final report .................. 0
  Remaining max-slew budget at the tightest pin .................. 0.714
  Final clock skew .................. 0.000416 ns

Run status
  Result of the run .................. completed
sequential cells by signal (all words and copies together) (netlist names):
name           flops
SRc.SR             8
SRc.Cntr           3
STr.SR             8
SRc.CntrStart      1
SRc.PDready        1
cells in the mapped netlist, drive strengths merged:
cell type and count:
and2 3, buf 2, dfxtp 13, edfxtp 8
ha 3, inv 2, mux2 7, nor2 2
o22ai 1
metrics by stage:
stage                      util  TNS, ns  setup WS (ns)  hold slack, ns  power, mW
after floorplan               -        0          0.412           0.390      0.860
after global placement    0.208   -0.120         -0.120           0.400       1.05
after detailed placement  0.208   -0.109         -0.109           0.414       1.08
after CTS                 0.226        0         0.0467           0.425       1.57
after global routing      0.227        0         0.0192           0.439       1.64
final                     0.227        0         0.0587           0.426       1.53
critical path: cells and delay by family:
| kind | cells | cell delay (ns) |
|---|---|---|
| buffers and inverters | 3 | 0.46 |
area by class of cell:
class                           instances  share of cell area
Clock inverter                          1             0.00467
Tap cell                               67              0.0783
Clock buffer                            7              0.0853
Inverter                                2             0.00701
Timing Repair Buffer                   21               0.190
Multi-Input combinational cell         16               0.167
Sequential cell                        21               0.467
logic make-up after synthesis:
| family | count (synthesis) | synth area share |
|---|---|---|
| compound gates | 1 | 0.00890 |
| fa+ha+maj | 3 | 0.0534 |
| buf+inv | 4 | 0.0374 |
| flops | 21 | 0.712 |
| mux | 7 | 0.149 |
| simple gates | 5 | 0.0392 |
report_power, final:
group / internal, mW / total (mW) / switching [mW] / leakage, nW
clock network: 0.334 / 0.512 / 0.178 / 0.0523
registers: 0.679 / 0.750 / 0.0706 / 0.185
logic: 0.204 / 0.271 / 0.0663 / 0.195
cell usage in the layout, fill, tap and decap left out, drive strengths merged:
cell type / instances
clkdlybuf4s50: 18
dlygate4sd2: 2
clkinv: 1
clkbuf: 6
buf: 2
inv: 2
mux2: 7
dfxtp: 13
and2: 3
ha: 3
o22ai: 1
nor2: 2
edfxtp: 8
final timing paths:
path / endpoint / slack [ns] / depth (start not counted)
worst min-delay path: SRc.Cntr[0] / 0.43 / 1
worst max-delay path: SoClk / 0.06 / 3
worst max register to register: SRc.Cntr[2] / 0.64 / 3
worst min register to register: SRc.Cntr[0] / 0.43 / 1
metal layers:
| metal | vias to the layer above | part of all wire |
|---|---|---|
| met2 | 21 | 0.40 |
| met3 | 2 | 0.12 |
| li1 | 191 | - |
| met4 | 0 | 0.0047 |
| met1 | 189 | 0.47 |
| met5 | - | 0 |
repair_timing:
action	in CTS	in global routing
gates resized	2	1
setup endpoints to repair	2	1
gates cloned	0	0
Power and IR drop assume default switching activity.
